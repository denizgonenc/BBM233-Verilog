## config.mk

```make
export PLATFORM = sky130hd
export DESIGN_NAME = controller
export DESIGN_NICKNAME = controller
export VERILOG_FILES = /design/flow/design.v
export SDC_FILE = /design/flow/constraint.sdc
export NUM_CORES = 4
export LEC_CHECK = 1
export CORE_AREA = 10 10 70 70
export DIE_AREA = 0 0 80 80
```

## constraint.sdc

```tcl
current_design controller

set clk_period 1.3
set clk_io_pct 0.2

create_clock -name clk0 -period $clk_period [get_ports {clock}]

set non_clock_inputs [all_inputs -no_clocks]
set_input_delay [expr $clk_period * $clk_io_pct] -clock clk0 $non_clock_inputs
set_output_delay [expr $clk_period * $clk_io_pct] -clock clk0 [all_outputs]
```

## design.v

```verilog
`timescale 1ns / 1ps
`timescale 1ns / 1ps
module Dflipflop(Q, Q_inv, D, clock, reset);
    input D, clock, reset;
    output reg Q, Q_inv;
    always @(posedge clock or posedge reset)
    if (reset) begin
        Q <= 0;
        Q_inv <= 1; end
    else begin
        Q <= D;
        Q_inv <= ~D;
    end
endmodule
module controller(X, Y, F1, F0, clock, reset);
    input X, Y, clock, reset;
    output F1, F0;
    wire q_a, q_a_inv, q_b, q_b_inv, and_1, and_2, and_3, and_4, and_5, or_1, or_2;
    Dflipflop upper_ff(q_a, q_a_inv, or_1, clock, reset);
    Dflipflop lower_ff(q_b, q_b_inv, or_2, clock, reset);
    and(and_1, q_b, q_a_inv);
    and(and_2, q_a, X);
    or(or_1, and_1, and_2);
    and(and_3, q_a_inv, q_b, Y);
    and(and_4, q_a_inv, q_b_inv, X);
    and(and_5, X, Y);
    or(or_2, and_3, and_4, and_5);
    assign F1 = q_a;
    assign F0 = q_b;
endmodule
```

## run.sh

```bash
#!/bin/bash
# OpenROAD 26Q1-2900-gdf79404cd8, Yosys 0.63+post, stock flow scripts
make -C /OpenROAD-flow-scripts/flow DESIGN_CONFIG=/design/flow/config.mk WORK_HOME=/design/flow/orfs finish
```

==> flow_results.org <==
#+TITLE: Synthesis and PnR summary

** Run status
- Run status :: complete, no violations

** Yosys
- The average instance in the mapped netlist occupies 14.64 um^2.
- The warning tally printed by Yosys for this design is 1.
- Area reported by Yosys stat :: 146.4 um^2
- In this run, synthesis produced a sequential element count of 4.
- Summing every instance area after synthesis gives 146.4 um^2.
- Number of library cell types mapped by synthesis :: 7
- Syn Inst Count :: 10
- The number of cells reported by Yosys stat comes to 10.
- After synthesis, flip-flops and latches occupy 70.09% of the total area.

** STA
- Slew of the pin with the lowest slew margin :: 173.2 ps
- In the final report, the number of pins over their slew limit comes to 0.
- Hold timing on the final database bottoms out at a slack of 213.4 ps.
- The final timing report counts setup violations totalling 0.
- RSZ-0062 raised after global routing :: no
- Max_slew headroom :: 88.45%
- For the final routed database, the setup TNS stands at 0 ps.
- The clock arrives with 0.08538 ps of skew.
- For the finished layout, the period the worst path requires is 1106 ps.
- Dividing the final minimum period by the clock period gives 85.07%.
- Count of endpoints failing hold in the final timing report :: 0
- For this run, the top clock speed supported by timing is 0.9042 GHz.

** Hold path
- Worst min path class :: input pin to asynchronous set/reset pin

** Routing
- Once iteration 0 of detailed routing completed, the report listed 4 DRC markers.
- Number of remaining DRC errors :: 0
- In the final routed layout, each cell accounts on average for 5.773 um.
- Number of search-and-repair iterations in the first detailed-routing pass :: 2
- Number of vias per cell :: 1.879
- Final WL :: 381 um
- The routed layout has 124 vias.
- Residual antenna-violating net count after detailed routing :: 0

** GRT
- The number of antenna violations at the first check in global routing is 1.
- Leftover overflow at the end of global routing :: 0
- The number of global-route vias before repair came to 149.
- Entering global routing, the biggest net connects 5 pins.
- First-pass GRT wire length :: 696 um
- Global-route usage over all layers :: 1.553%

** CTS
- Looking at the clock tree report, the maximum root-to-sink buffer count equals 2.
- TritonCTS built the clock tree.
- Per the CTS log, the maximum H-tree level is 1.
- Insertion delay of the later-clocked pin in the worst-skew pair :: 230 ps
- Cts-stage hold buffer count :: 0
- Looking at the clock tree report, the root buffer type is clkbuf_4.
- For this design, the sink count on the clock tree is 4.
- Number of CTS-inserted buffers :: 3
- Clock-pin slew was measured on the worst setup and hold paths at 40 ps.

** Final layout
- Layout cells sized above 1 :: 36.84%
- Area growth, synth to finish :: 94.02%
- Most frequent logic cells in the routed design :: 3 x clkbuf_4, 3 x clkdlybuf4s50_1

** Floorplan
- Row count :: 21
- The die is 80 um wide.
- Top-level I/O count :: 6
- The chip occupies 0.006400 mm^2.
- The core region is 0.003416 mm^2.
- The floorplan step set the die height to 80 um.
- Fraction of the core area occupied by cells at floorplan :: 4.286%

** Setup path
- STA classifies the critical path endpoint as an output port.
- Maximum single-stage delay on the critical path :: 370 ps
- The worst setup path is launched from a flop.
- Crit path kind :: flop to output port
- Cell chain of the critical path :: dlygate4sd2_1
- The script reports the combined buffer and inverter count of the critical path as 1.
- Gate family responsible for the most delay along the worst path :: flip-flops
- Cell with the biggest individual delay on the critical path :: dfrtp_1
- Reg2reg path depth :: 2
- Endpoint required time on the critical path :: 1040 ps
- The data arrival time reported for the critical path is 850 ps.
- Maximum fanout along the worst path :: 2
- Number of stages on the worst setup path :: 1

** Job
- Across the run, the number of max-cap violations was 0.
- Tool warnings :: 25

** Placement
- The count of buffers added on input and output ports is 5.
- Routability-driven placement congestion ratio :: 0.7310

** Power and ir drop
- Looking at the VDD voltage map, the peak drop is 0.3077 mV.
- The script extracted a total leakage power of 0.1108 nW.
- Power spread over the standard cell area amounts to 1671 mW/mm^2.
==> power by group <==
group,switching (mW),internal (mW),leakage (nW)
clock network,0.0507,0.103,0.0138
logic,0.0350,0.0693,0.0517
registers,0.0293,0.187,0.0453
total,0.115,0.360,0.111
==> state kept, by name, indices dropped and copies added (netlist names) <==
name / flops
lower_ff.Q: 1
upper_ff.Q_inv: 1
upper_ff.Q: 1
lower_ff.Q_inv: 1
==> cell families (layout without fill, tap and decap cells) <==
family	after synthesis	count (layout)	synth area share, %
compound gates	4	4	24.79
buf+inv	2	11	5.130
flops	4	4	70.09
other cells	0	1	0
==> final timing paths <==
path,end,startpoint,slack [ps]
min reg2reg,upper_ff.Q,upper_ff.Q,540
max,F1,upper_ff.Q,190
max reg2reg,lower_ff.Q,upper_ff.Q_inv,430
min,upper_ff.Q,reset,210
min in group clk0,upper_ff.Q,upper_ff.Q,540
max in group asynchronous,lower_ff.Q_inv,reset,870
==> stage by stage <==
step,cell area (um^2),std cells,setup WS (ps),utilization [%],total power [mW]
floorplan,146.4,10,461.7,-,0.2544
global placement,254.0,61,110.8,7.436,0.3191
detailed placement,254.0,61,93.43,7.436,0.3254
CTS,281.5,65,178.1,8.242,0.4849
global route,284.0,66,152.9,8.315,0.5200
finish,284.0,66,194.0,8.315,0.4746
==> cell usage after synthesis <==
| cell | count | area [um^2] |
|---|---|---|
| a22o_2 | 1 | 10.01 |
| a21o_1 | 1 | 7.510 |
| dfrtp_1 | 2 | 50.05 |
| inv_1 | 2 | 7.510 |
| dfstp_2 | 2 | 52.55 |
| a32oi_1 | 1 | 8.760 |
| a32o_1 | 1 | 10.01 |
==> cell type report <==
class / count / area (um^2)
antenna: 1 / 2.502
clock buffer: 3 / 22.52
fill: 406 / 3132
inverter: 2 / 7.507
multi-input combinational: 4 / 36.28
sequential: 4 / 102.6
tap: 46 / 57.56
timing repair buffer: 6 / 55.05
==> per-layer routing <==
| layer | routed length, um | GRT usage (%) | vias up |
|---|---|---|---|
| met4 | 0 | 0.3521 | 0 |
| met5 | 0 | 0 | - |
| met1 | 156 | 1.401 | 56 |
| met2 | 120 | 1.605 | 9 |
| met3 | 104 | 2.727 | 0 |
| li1 | - | - | 59 |
==> timing repair <==
item,in CTS,in global routing
setup buffers,1,0
gates resized,2,0
setup endpoints to repair,2,0
No activity file was given, so power comes from the tool's default toggle rates.
