### flow/design.v
`timescale 1ns / 1ps
`timescale 1ns / 1ps
module decoder_3x8(a,b,c,en,d);
    input a,b,c,en;
    output [7:0] d;
    assign d[0] = en & ~a & ~b & ~c;
    assign d[1] = en & ~a & ~b & c;
    assign d[2] = en & ~a & b & ~c;
    assign d[3] = en & ~a & b & c;
    assign d[4] = en & a & ~b & ~c;
    assign d[5] = en & a & ~b & c;
    assign d[6] = en & a & b & ~c;
    assign d[7] = en & a & b & c;
endmodule
module decoder_4x16(a,b,c,w,d);
    input a,b,c,w;
    output [15:0] d;
    decoder_3x8 C1(.a(a), .b(b), .c(c), .en(w), .d(d[15:8]));
    decoder_3x8 C2(.a(a), .b(b), .c(c), .en(~w), .d(d[7:0]));
endmodule
### flow/constraint.sdc
current_design decoder_4x16

set clk_period 1.0
set clk_io_pct 0.2

create_clock -name clk0 -period $clk_period

set non_clock_inputs [all_inputs -no_clocks]
set_input_delay [expr $clk_period * $clk_io_pct] -clock clk0 $non_clock_inputs
set_output_delay [expr $clk_period * $clk_io_pct] -clock clk0 [all_outputs]
### flow/run.sh
#!/bin/bash
# OpenROAD 26Q1-2900-gdf79404cd8, Yosys 0.63+post, stock flow scripts
make -C /OpenROAD-flow-scripts/flow DESIGN_CONFIG=/design/flow/config.mk WORK_HOME=/design/flow/orfs finish
### flow/config.mk
export PLATFORM = sky130hd
export DESIGN_NAME = decoder_4x16
export DESIGN_NICKNAME = decoder_4x16
export VERILOG_FILES = /design/flow/design.v
export SDC_FILE = /design/flow/constraint.sdc
export NUM_CORES = 4
export LEC_CHECK = 1
export CORE_AREA = 10 10 70 70
export DIE_AREA = 0 0 80 80
==> results.tsv <==
metric	value	unit
path_class	input port to output pin	
setup_tns	-0.939	ns
seq_area	0	sq um
cp_data_arrival_time	0.93	ns
post_drt_wl_per_cell	13.1	um
wl_met2	489	um
route.detailed.drc	0	
fmax	886	MHz
cp_top_family	buffers and inverters	
rsz0062_at_grt	true	
clkbuf_count	0	
ys_warn_count	0	
die_area	6400	sq um
start_kind	input port	
syn_area_per_cell	11.3	sq um
drive_gt1_frac	0.842	
flop-count	0	
dr.max_layer_used	met3	
cellInternalPower	0.000181	W
final_max_slew_viol_count	0	
crit_fanout	6	
yosysCellCount	20	
max_slew_margin	0.878	
hp-class	input port to output pin	
grt_start_max_net_pins	9	
p_seq_frac	0	
n_fill_cell	359	
worst_slack	-0.129	ns
path_cells	buf_8, buf_16, buf_6, nor4b_4, buf_2	
core_area	3420	sq um
finalCritPeriodShare	1.13	
grt_pass1_wl	2.19	mm
synthDistinctLibCells	7	
combPwrFrac	1.000	
worstMarginPinSlew	0.183	ns
ant_nets	0	
vias	337	
warning_count	34	
firstDrtPassIters	3	
dr_wl_met3	188	um
io_pins	20	
synth_area	226	sq um
antenna_found_initial	0	
wl_met1	667	um
end_kind	output pin	
grt.overflow.total	0	
fp.dieH	80	um
post-place-ws	-0.808	ns
crit_buf_inv	4	
place_congestion	0.676	
switching_power	0.0000872	W
syn-instance-count	20	
drt_iter0_markers	40	
place_hpwl	690	um
holdWs	0.747	ns
globalRouteTotalUtil	0.0409	
die_w	80	um
avgViaCountPerCell	3.27	
grt_pass1_vias	377	
p_leak	0.370	nW
swShare	0.325	
setup_viol	12	
violations	setup timing	
portBuffers	20	
critPathMaxStageDelay	0.24	ns
diodes	0	
yosysSeqAreaShare	0	
hold_viol_final	0	
cpMaxStageDelayCell	nor4b_4	
floorplan.core_util	0.0663	
drv_cap	0	
status	complete, but fails checks	
required	0.80	ns
cts_hold_buf	0	
syn2layout_area_growth	235	%
irDropWorstVdd	0.134	mV
pwr_density_cell	353	nW/um^2
totalWireLength	1.35	mm
period_minus_slack	1.13	ns
clock_power_share	0	
rows	21	
yosys-stat-area	226	sq um
## stage by stage
stage	power (W)	cells	instance area, sq um	util
3_3_place_gp	0.000140	86	534	0.156
6_report	0.000268	103	759	0.222
5_1_grt	0.000286	103	759	0.222
3_5_place_dp	0.000143	86	534	0.156
4_1_cts	0.000241	101	707	0.207
2_1_floorplan	0.0000504	20	226	-
## cell usage after synthesis
master	number	share of area
and4_1	1	0.039
and4b_1	4	0.18
and4bb_1	4	0.22
and4bb_2	2	0.11
buf_4	4	0.13
nor4_2	1	0.055
nor4b_2	4	0.27
## what timing repair did
item	4_1_cts	5_1_grt
cloned	4	0
endpoints found under the setup margin	16	15
resized	88	8
pin swaps	12	6
setup buffers	11	2
## layout by cell type, fill, tap and decap left out
cell	instances
buf_2	15
buf_6	10
buf_12	5
and4bb_1	4
and4b_1	4
buf_16	4
nor4b_4	3
buf_8	3
buf_4	3
and4bb_2	2
and4_1	1
nor4_4	1
nor4b_2	1
clkbuf_2	1
## power groups by stage
stage	Clock [W]	Sequential (W)	Combinational, W
4_1_cts	0	0	0.000241
5_1_grt	0	0	0.000286
6_report	0	0	0.000268
## final cells by class
class / count / area (sq um) / area share
multi-input cells: 16 / 231 / 0.305
well taps: 46 / 57.6 / 0.0758
repair buffers: 41 / 470 / 0.619
## tightest hold or removal path, stage by stage
cell     delay [ns]
buf_8          0.09
buf_16         0.11
nor4b_4        0.04
buf_2          0.10
## final timing paths
kind / cells past startpoint / startpoint / end / slack (ns)
worst max-delay path: 5 / w / d[4] / -0.13
worst min-delay path: 4 / a / d[8] / 0.75
## cells by family (layout without fill, tap and decap cells)
group | after synthesis | after routing | share of synthesized area
buffers and inverters | 4 | 41 | 0.133
and+or+nand+nor | 16 | 16 | 0.867
## routing by layer
metal | vias to the layer above | GRT usage
met3 | 0 | 0.0193
met2 | 18 | 0.0530
met4 | 0 | 0
li1 | 166 | -
met1 | 153 | 0.0620
met5 | - | 0
Power figures rest on the tool's default switching activity, not on a simulated workload.
