`run.sh`:
```
#!/bin/bash
# OpenROAD 26Q1-2900-gdf79404cd8, Yosys 0.63+post, stock flow scripts
make -C /OpenROAD-flow-scripts/flow DESIGN_CONFIG=/design/flow/config.mk WORK_HOME=/design/flow/orfs finish
```
`constraint.sdc`:
```
current_design scp_079

set clk_period 3.9
set clk_io_pct 0.2

create_clock -name clk0 -period $clk_period [get_ports {clock}]

set non_clock_inputs [all_inputs -no_clocks]
set_input_delay [expr $clk_period * $clk_io_pct] -clock clk0 $non_clock_inputs
set_output_delay [expr $clk_period * $clk_io_pct] -clock clk0 [all_outputs]
```
`design.v`:
```
`timescale 1ms/1ps
module scp_079(clock, green, yellow, red, state, timer, a1, a2, a3, cheat_out);
    input clock, green, yellow, red;
    output reg a1 = 0, a2 = 0, a3 = 0, cheat_out = 0;
    output reg [2:0] state = 3'b0;
    output reg [5:0] timer = 6'b0;
    always @(posedge clock)begin
        timer <= timer + 1;
        if(state == 3'b0 && green && timer >= 6'b010100) begin
            state <= 3'b010;
            a1 <= 1;
            timer <= 6'b001;
        end
        if(state == 3'b010 && green && timer >= 6'b1010) begin
            state <= 3'b011;
            a2 <= 1;
            timer <= 6'b001;
        end
        if(state == 3'b010 && yellow) begin
            state <= 3'b000;
            a1 <= 0;
            timer <= 6'b001;
        end
        if(state == 3'b011 && green && timer >= 6'b1010) begin
            state <= 3'b101;
            a3 <= 1;
            timer <= 6'b001;
        end
        if(state == 3'b011 && yellow) begin
            state <= 3'b010;
            a2 <= 0;
            timer <= 6'b001;
        end
        if((state == 3'b000 || state == 3'b010 || state == 3'b011) && red) begin
            state <= 3'b001;
            cheat_out <= 1;
            timer <= 6'b001;
        end
        if(state == 3'b001 && timer >= 6'b001111) begin
            if(red) begin
                state <= 3'b100;
                timer <= 6'b001;
            end
            else begin
                state <= 3'b0;
                a1 <= 0;
                a2 <= 0;
                a3 <= 0;
                cheat_out <= 0;
                timer <= 6'b001;
            end
        end
    end
endmodule
```
`config.mk`:
```
export PLATFORM = sky130hd
export DESIGN_NAME = scp_079
export DESIGN_NICKNAME = scp_079
export VERILOG_FILES = /design/flow/design.v
export SDC_FILE = /design/flow/constraint.sdc
export NUM_CORES = 4
export LEC_CHECK = 1
export CORE_AREA = 10 10 77 77
export DIE_AREA = 0 0 87 87
```
==> results.sh <==
# implementation run metrics
export IMPL_final_antenna_net_count=0
export IMPL_cts_tree="built"
export IMPL_placementRows=24
export IMPL_worstPathCellList="clkdlybuf4s50_1 > a21oi_1 > or3_1 > nand3_4 > or2_1"
export IMPL_irDropWorstVdd_uv=121
export IMPL_power_per_cell_area_nw_per_um2=572
export IMPL_via_per_inst=4.03
export IMPL_post_cts_buffers=0
export IMPL_ys_chip_area_um2=696
export IMPL_fmax_mhz=466
export IMPL_ctsHoldBuffers=0
export IMPL_min_path_type="flop to flop"
export IMPL_path_clk_slew_ns=0.06
export IMPL_crit_fanout=7
export IMPL_die_h_um=87
export IMPL_top_logic_kind="simple AND/OR/NAND/NOR gates"
export IMPL_tightest_slew_ns=0.375
export IMPL_clk_path_buf_depth=2
export IMPL_synth_cells=77
export IMPL_min_period_over_period=0.550
export IMPL_synth_cell_types=31
export IMPL_initCoreUtil=0.160
export IMPL_io_buffers=16
export IMPL_postLayoutCoreUtil=0.221
export IMPL_synth_area_um2=696
export IMPL_ys_sh_simple=0.291
export IMPL_cp_data_arrival_time_ns=2.09
export IMPL_dp_hpwl_mm=1.35
export IMPL_die_w_um=87
export IMPL_hold_viol_final=0
export IMPL_worstSetupEndpointType="flop"
export IMPL_synth_top_area_share=0.288
export IMPL_grt_pass1_wl_mm=2.88
export IMPL_ys_sh_xor=0.0504
export IMPL_status="complete, no violations"
export IMPL_ys_warn_count=1
export IMPL_overflow=0
export IMPL_power_leakage_nw=0.370
export IMPL_path_buffers=1
export IMPL_yosysTopAreaCell="dfxtp_1"
export IMPL_seq_area_um2=290
export IMPL_dp_cells=144
export IMPL_grtUsageTotal=0.0471
export IMPL_fp_coreArea_um2=4350
export IMPL_firstDrtPassIters=2
export IMPL_vias=597
export IMPL_cts_sinks=13
export IMPL_setup_viol=0
export IMPL_ios=17
export IMPL_drv_cap=0
export IMPL_period_needed_ns=2.14
export IMPL_mi_logic_area_um2=385
export IMPL_fin_worst_skew_ns=0.00430
export IMPL_fin_cells=148
export IMPL_dieArea_um2=7570
export IMPL_crit_family="simple AND/OR/NAND/NOR gates"
export IMPL_max_stage_delay_ns=0.59
export IMPL_ys_sh_adder=0.0360
export IMPL_start_kind="primary input"
export IMPL_slew_violations=0
export IMPL_final_setup_tns_ns=0
export IMPL_avgSynthCellArea_um2=9.03
export IMPL_first_iter_violations=84
export IMPL_ys_cells=77
export IMPL_warnings=27
export IMPL_nFillCells=460
export IMPL_slew_headroom=0.750
export IMPL_grt_setup_unrepaired="no"
export IMPL_crit_required_ns=3.85
export IMPL_syn2layout_area_growth_pct=38.1
export IMPL_layout_drive_gt1_share=0.0729
export IMPL_h_tree_depth=1
export IMPL_cts_resized=0
export IMPL_remaining_drc_errors=0
export IMPL_antenna_found_initial=0
export IMPL_slowest_stage="clkdlybuf4s50_1"
export IMPL_drt_total_wl_mm=1.75
export IMPL_cts_root_buffer="clkbuf_8"
export IMPL_aoi_share=0.176
export IMPL_path_class="primary input to flop"
export IMPL_place_gp_congestion=0.787
export IMPL_ys_seq_frac=0.417
export IMPL_worstSkewPairLatency_ns=0.24
export IMPL_grt_pass1_vias=604
export IMPL_synthTopCellsByArea="dfxtp_1, edfxtp_1, nor2_1"
export IMPL_holdWs_ns=0.471
export IMPL_wire_per_inst_um=11.8
export IMPL_ys_ff=13
export IMPL_mux_share=0
export IMPL_cts_made_buffers=3
export IMPL_grt_max_degree=12
export IMPL_antenna_cells=0
## area by class of cell
type	instances	area share
clock buffer	4	0.0469
sequential	13	0.302
timing repair buffer	16	0.167
tap	52	0.0677
inverter	4	0.0156
multi-input combinational	59	0.401
## worst min-delay path, cell delays in order (launching register included)
cell and delay [ns]:
dfxtp_1 0.32, nand2_1 0.06, a21oi_1 0.05
## placed cells by master, fill, tap and decap left out, types with 3 or more instances in the layout
master	Yosys	layout
a21oi_1	6	6
nor3_1	5	5
nand3_1	3	3
clkdlybuf4s50_1	0	16
nand2_1	5	5
inv_1	4	4
nor2b_1	3	3
nor2_1	10	10
edfxtp_1	3	3
clkbuf_8	0	3
dfxtp_1	10	10
## path summary, 6_finish.rpt
check	from	to	slack, ns	cells after the start
setup / recovery	red	state[0]	1.76	5
hold / removal	a2	a2	0.47	2
setup reg to reg	state[0]	state[0]	2.12	4
hold reg to reg	a2	a2	0.47	2
## logic make-up (layout without fill, tap and decap cells)
logic type	Yosys count	in the layout
buffers and inverters	5	24
xor gates and xnor gates	4	4
adders and majority gates	2	2
AOI/OAI and AO/OA	18	18
and+or+nand+nor	35	35
DFF	13	13
## cell usage after synthesis
library cell,instances
a31oi_1,2
o21ai_0,1
a21boi_0,1
ha_1,2
dfxtp_1,10
nor2b_1,3
a211oi_1,1
buf_2,1
o2111ai_2,1
nor3_1,5
nand3_4,1
nand2_1,5
a311o_1,1
edfxtp_1,3
inv_1,4
xnor2_1,2
or3_1,2
and2b_4,1
o21ai_1,1
or2_1,1
nand2b_1,1
nor2_1,10
o21bai_1,1
nor3b_1,1
xor2_1,2
o21a_1,2
nand3_1,3
nand3b_4,1
nand3b_1,1
a21boi_1,1
a21oi_1,6
## per-stage QoR
stage,total power (W),instance area (um^2),worst slack (ns)
detailed placement,0.000441,916,1.51
finish,0.000550,961,1.76
global route,0.000599,961,1.67
global placement,0.000442,916,1.54
CTS,0.000562,961,1.76
floorplan,0.000326,696,2.17
## registers in the layout, summed over array words and instances, names as in the netlist
signal / count
a3: 1
a2: 1
timer: 6
state: 3
a1: 1
cheat_out: 1
## routing by layer
layer | track usage | up-vias | wire (um)
met2 | 0.0693 | 14 | 739
met3 | 0.0292 | 2 | 191
met5 | 0 | - | 0
met1 | 0.0601 | 275 | 811
li1 | - | 306 | -
met4 | 0.00295 | 0 | 8
## power by group
group / switching [W] / internal, W / total [W]
clock: 0.0000460 / 0.0000720 / 0.000118
sequential: 0.0000572 / 0.000183 / 0.000241
combinational: 0.0000706 / 0.000121 / 0.000191
No activity file was given, so power comes from the tool's default toggle rates.
